<file path="/design/flow/constraint.sdc">
current_design keysafe

set clk_period 9.7
set clk_io_pct 0.2

create_clock -name clk0 -period $clk_period [get_ports {clk}]

set non_clock_inputs [all_inputs -no_clocks]
set_input_delay [expr $clk_period * $clk_io_pct] -clock clk0 $non_clock_inputs
set_output_delay [expr $clk_period * $clk_io_pct] -clock clk0 [all_outputs]
</file>
<file path="/design/flow/config.mk">
export PLATFORM = sky130hd
export DESIGN_NAME = keysafe
export DESIGN_NICKNAME = keysafe
export VERILOG_FILES = /design/flow/design.v
export SDC_FILE = /design/flow/constraint.sdc
export NUM_CORES = 4
export LEC_CHECK = 1
export CORE_UTILIZATION = 50
</file>
<file path="/design/flow/design.v">
module debounce #(parameter DURATION = 1000000)(
input clk,
input rst_bar,
input a,
output qbar,
output term);
reg a_delay = 1'b0;
reg a_nedg = 1'b0;
reg qbar_temp;
reg term_temp;
integer count = 0;
always @(posedge clk) begin  
if (!rst_bar || a == 1'b0) begin 
	a_delay <= 1'b0;	 
end
else if (a == 1'b1) begin	 
	a_delay <= 1'b1;	 
end
end
always @(a,a_delay) begin  
if ({a,a_delay} == 2'b01) begin 
	a_nedg = 1'b1;		 
end
else begin
	a_nedg = 1'b0;		 
end
end
always @(posedge clk) begin	 
if (!rst_bar) begin		 
	count <= 0;		 
end
else if (a_nedg == 1'b1) begin	 
	count <= 1;		 
end				 
else if (count >= 1 && count < DURATION) begin 
	count <= count + 1;
end
else if (count == DURATION) begin 
	count <= 0;
end
end
always @(posedge clk) begin  
if (!rst_bar) begin		 
	qbar_temp <= 1'b1;	 
	term_temp <= 1'b0;	 
end
else if (count == 0) begin	 
	term_temp <= 1'b0;	 
	if (a == 1'b1)		 
		qbar_temp <= 1'b1; 
end				 
else if ((count >= 1 && count < 500000) || (count > 500000 && count < DURATION)) begin 
	qbar_temp <= 1'b0;					 
	term_temp <= 1'b0;
end
else if (count == 500000 && a == 1'b0) begin 
	term_temp <= 1'b1;	 
end
end
assign qbar = qbar_temp;
assign term = term_temp;
endmodule 
module key_encoder(
input [3:0] row_in,
input [3:0] col_in,
output kp_bar,
output [3:0] key_code);
reg [3:0] key_code_temp;
reg kp_bar_temp = 1'b1;
integer i, j;
always @(row_in,col_in) begin
for (i=0;i<4;i=i+1)begin 	     
	if (row_in[i] == 1'b0) begin 
		for(j=0;j<4;j=j+1) begin  
			if (col_in == 4'b1111) begin 
				kp_bar_temp = 1'b1; 
			end
			else if (col_in[j] == 1'b0) begin 
				key_code_temp = (i * 4) + j; 
				kp_bar_temp = 1'b0;	    
			end
		end
	end
end
end
assign key_code = key_code_temp;
assign kp_bar = kp_bar_temp;
endmodule
module keysafe(
input clk,
input rst_bar,
input [3:0] col_in,
input sck,
input ss_bar,
output [3:0] row_out,
output dav,
output busy,
output miso);
wire [3:0] qout_row_scanner_out;
wire [3:0] key_code_key_encoder_out;
wire kp_bar_key_encoder_out;
wire qbar_debounce_out;
wire term_debounce_out;
wire q_scan_rate_out;
key_encoder key_encoder(
.col_in(col_in),
.row_in(qout_row_scanner_out),
.key_code(key_code_key_encoder_out),
.kp_bar(kp_bar_key_encoder_out));
debounce #(.DURATION(1000000)) debounce(
.a(kp_bar_key_encoder_out),
.clk(clk),
.rst_bar(rst_bar),
.qbar(qbar_debounce_out),
.term(term_debounce_out));
scan_rate #(.prescaler(8)) scan_rate(
.clk(clk),
.reset_bar(rst_bar),
.q(q_scan_rate_out));
row_scanner row_scanner(
.clk(clk),
.rst_bar(rst_bar),
.en1(qbar_debounce_out),
.en2(q_scan_rate_out),
.qout(qout_row_scanner_out));
row_buffer row_buffer(
.row_in(qout_row_scanner_out),
.row_driver(row_out));
spi_interface spi(
.clk(clk),
.rst_bar(rst_bar),
.ss_bar(ss_bar),
.sck(sck),
.key_code(key_code_key_encoder_out),
.term(term_debounce_out),
.dav(dav),
.busy(busy),
.miso(miso)
 );
endmodule 
module row_buffer(
input [3:0] row_in,
output [3:0] row_driver);
integer i;
reg [3:0] row_driver_temp;
always @(row_in) begin
for (i=0;i<4;i=i+1) begin	 
	if (row_in[i] == 1'b1) begin 
		row_driver_temp[i] <= 1'bZ; 
	end
	else begin		 
		row_driver_temp[i] <= 1'b0;
	end
end
end
assign row_driver = row_driver_temp;
endmodule 
module row_scanner(
input rst_bar,
input clk,
input en1,
input en2,
output [3:0]qout);
reg [3:0] qout_temp;
integer STATE = 0;
always @(posedge clk) begin	 
if(!rst_bar) begin		 
	STATE <= 0;
end
else if (en1 && en2) begin	 
if (STATE < 3) begin		 
	STATE <= STATE + 1;
end
else begin			 
	STATE <= 0;
end
end
end
always @(en1,en2) begin		 
case (STATE) 			 
	0 : qout_temp = 4'b1110; 
	1 : qout_temp = 4'b1101; 
	2 : qout_temp = 4'b1011; 
	3 : qout_temp = 4'b0111; 
	default : qout_temp = 4'b1110; 
endcase
end
assign qout = qout_temp;
endmodule 
module scan_rate #(parameter prescaler = 8)(
input clk,
input reset_bar,
output q);
integer count = prescaler - 1;
reg qtemp = 1'b0;
always @(posedge clk) begin
if(!reset_bar) begin	 
	count <= prescaler - 1; 
	qtemp <= 1'b0;	 
end
else
if (count == 0) begin	 
	qtemp <= 1'b1;	
	count <= prescaler - 1; 
end
else begin	 
	qtemp <= 1'b0; 
	count <= count - 1; 
end
end
assign q = qtemp;
endmodule 
module spi_buffer(
input clk,
input rst_bar,
input [3:0] key_code,
input term,
input transfer_done,
output [7:0] d,
output busy,
output [1:0] status_ctr);
reg [3:0] d_temp [0:1];
reg read_ptr = 1'b0;
reg write_ptr = 1'b0;
reg [1:0] status_ctr_temp = 2'b00;
reg busy_temp = 1'b0;
always @(posedge clk) begin  
if (!rst_bar) begin
	read_ptr = 1'b0;
end
else begin
	if (transfer_done) begin
		read_ptr <= ~read_ptr;
	end
end
end
always @(posedge clk) begin  
if (!rst_bar) begin
	write_ptr = 1'b0;
end
else
	if (term && status_ctr < 2) begin
		d_temp[write_ptr] <= key_code;
		write_ptr <= ~write_ptr;
	end
end
always @(posedge clk) begin  
if (!rst_bar) begin
	busy_temp <= 1'b0;
	status_ctr_temp <= 0;
end
else begin
	if (term) begin
		if (status_ctr_temp < 2) begin
			status_ctr_temp <= status_ctr_temp + 1;
			if (status_ctr_temp == 1) begin
				if (transfer_done) begin
					busy_temp <= 1'b0;
					status_ctr_temp <= 1;
				end
				else begin
					busy_temp <= 1'b1;
				end
			end
			else begin
				busy_temp <= 1'b0;
			end
		end
	end
	else if (transfer_done) begin
		busy_temp <= 1'b0;
		if (status_ctr_temp > 0) begin
			status_ctr_temp <= status_ctr_temp - 1;
		end
	end
end
end
assign status_ctr = status_ctr_temp;
assign d = {4'b0000,d_temp[read_ptr]};
assign busy = busy_temp;
endmodule 
module spi_interface(
input clk,
input rst_bar,
input ss_bar,
input sck,
input [3:0] key_code,
input term,
output miso,
output dav,
output busy
 );
wire [7:0] d;
wire [1:0] status_ctr;
wire transfer_done;
wire rst;
wire ssbar_synced_ne;
wire ssbar_synced_pe;
wire sck_synced;
spi_buffer buffer(
.clk(clk),
.rst_bar(rst_bar),
.term(term),
.transfer_done(transfer_done),
.key_code(key_code),
.busy(busy),
.d(d),
.status_ctr(status_ctr));
spi_synchronizer synchronizer(
.clk(clk),
.rst_bar(rst_bar),
.ss_bar(ss_bar),
.sck(sck),
.ssbar_synced_ne(ssbar_synced_ne),
.ssbar_synced_pe(ssbar_synced_pe),
.sck_synced(sck_synced),
.rst(rst));
spi_transfer transfer(
.clk(clk),
.rst(rst),
.key_code(d),
.ssbar_synced_pe(ssbar_synced_pe),
.ssbar_synced_ne(ssbar_synced_ne),
.sck_synced(sck_synced),
.status_ctr(status_ctr),
.dav(dav),
.transfer_done(transfer_done),
.miso(miso));
endmodule
module spi_synchronizer(
input clk,
input rst_bar,
input ss_bar,
input sck,
output ssbar_synced_ne,
output ssbar_synced_pe,
output sck_synced,
output rst);
reg rst_temp;
reg ssbar_nedg = 1'b0;
reg ssbar_pedg = 1'b1;
reg sck_nedg = 1'b0;
reg ssbar_synced_ne_temp;
reg ssbar_synced_temp;
reg ssbar_synced_pe_temp;
reg sck_synced_temp;
integer count = 0;
always @(posedge clk) begin
rst_temp <= ~rst_bar;
end
always @(posedge clk) begin
ssbar_synced_ne_temp <= 1'b0;	 
if (ssbar_nedg == 1'b1 && ss_bar == 1'b0) begin 
	ssbar_synced_ne_temp <= 1'b1;	 
	ssbar_nedg <= ss_bar;		 
end					 
else if (ssbar_nedg != ss_bar) begin 
	ssbar_nedg <= ss_bar;	 
end
end
always @(posedge clk) begin	
ssbar_synced_pe_temp <= 1'b0;	 
if (ssbar_pedg == 1'b0 && ss_bar == 1'b1) begin 
	ssbar_synced_pe_temp <= 1'b1;	 
	ssbar_pedg <= ss_bar;		 
end					 
else if (ssbar_pedg != ss_bar) begin 
	ssbar_pedg <= ss_bar;		 
end
end
always @(posedge clk) begin
sck_synced_temp <= 1'b0;	 
if (sck_nedg == 1'b1 && sck == 1'b0) begin 
	sck_synced_temp <= 1'b1; 
	sck_nedg <= sck;	 
end				 
else if (sck_nedg != sck) begin	 
	sck_nedg <= sck;	 
end
end
assign rst = rst_temp;
assign ssbar_synced_ne = ssbar_synced_ne_temp;
assign ssbar_synced_pe = ssbar_synced_pe_temp;
assign sck_synced = sck_synced_temp;
endmodule 
module spi_transfer(
input clk,
input rst,
input [7:0] key_code,
input ssbar_synced_ne,
input ssbar_synced_pe,
input sck_synced,
input [1:0] status_ctr,
output dav,
output transfer_done,
output miso);
reg dav_temp;
reg miso_temp = 1'bZ;
reg transfer_done_temp = 1'b0;
integer count = 8;
reg [1:0] STATE = 2'b00;
always @(posedge clk) begin
if (rst) begin			 
	miso_temp <= 1'bZ;	 
	count <= 8;
end
else begin	 
if (ssbar_synced_pe) begin 
	miso_temp <= 1'bZ; 
	count <= 8;	
end		 
else if (ssbar_synced_ne || sck_synced) begin 
	if (count > 0) begin	 
		miso_temp <= key_code[count-1]; 
		count <= count - 1;	     
	end
	else begin	 
		miso_temp <= 1'bZ; 
	end		 
end
end
end
always @(posedge clk) begin
if (rst) begin
	transfer_done_temp <= 1'b0;
end
else begin
	if (count == 0 && sck_synced == 1'b1) begin
		transfer_done_temp <= 1'b1;
	end
	else begin
		transfer_done_temp <= 1'b0;
	end
end
end
always @(posedge clk) begin
if (rst) begin	 
	dav_temp <= 1'b0; 
	STATE <= 2'b00;
end
else begin 
case (STATE)
	2'b00 : begin 
		if (status_ctr > 0) begin 
			dav_temp <= 1'b1; 
			STATE <= 2'b01;
		end
		else begin 
			dav_temp <= 1'b0;
		end
	end
	2'b01 : begin 
		if (ssbar_synced_ne) begin 
			dav_temp <= 1'b0;
		end 
		else if (ssbar_synced_pe) begin 
			STATE <= 2'b00;  
		end		 
	end
endcase
end
end
assign miso = miso_temp;
assign dav = dav_temp;
assign transfer_done = transfer_done_temp;
endmodule 
</file>
<file path="/design/flow/run.sh">
#!/bin/bash
# OpenROAD 26Q1-2900-gdf79404cd8, Yosys 0.63+post, stock flow scripts
make -C /OpenROAD-flow-scripts/flow DESIGN_CONFIG=/design/flow/config.mk WORK_HOME=/design/flow/orfs finish
</file>
==> reports/results.tsv <==
metric	value	unit
outcome	finished clean	
hold path depth	1	
Hold-fix buffers, CTS	0	
Inst Count DP	1017	
endpoints left unconstrained	13	
Setup TNS Final	0	ps
Hold/Removal Path Class	reg2reg	
critical path data arrival time	4660	ps
Comb area	3891	µm²
Simple Share, Synth	28.37	%
sw power	0.4273	mW
Period minus WS final	4326	ps
Final Hold Viols	0	
FP Util	51.20	%
Top Layout Cells	dfxtp_1, nor2_1, a21oi_1	
YS chip area	7441	µm²
Buf+Inv Stages, Crit Path	1	
sw frac	26.25	%
die area	15370	µm²
CP max stage delay	1010	ps
post-CTS repair timing setup buffer count	0	
CTS tree	built	
Worst path depth	5	
Max Root-Sink Buffers	2	
most used logic cell in the final layout	dfxtp_1	
comb area leader	simple AND/OR/NAND/NOR gates	
largest net degree at the start of global routing	32	
Via-to-Cell Ratio	5.830	
vias	6116	
total of max-cap violations	0	
antenna violations before repair	0	
Resized Gates After CTS	0	
die width	124.0	µm
register pins left without a clock	5	
height of the die	124.0	µm
Largest cells by area	dfxtp_1, nor2_1, xnor2_1	
dpl hpwl	10020	µm
crit start category	input pin	
Synth Flop Type	dfxtp_1	
# setup viols final	0	
clk slew on worst S/H paths	60	ps
Netlist Area Pre-Place	7441	µm²
1st-pass router iterations	5	
Pint	1.201	mW
Syn Inst Count	855	
vias in the first global route	5477	
Crit path max-delay family	simple AND/OR/NAND/NOR gates	
count of library flops with an enable pin	12	
Routed wire per std cell	14.21	µm
I/O Buffers	10	
power share of the clock group	45.2	%
CP dominant cell by count	nand2_1	
DRT iter0 DRCs	456	
Final period util	44.60	%
global route total overflow	0	
CP max FO	19	
area fraction in xor and xnor cells	7.651	%
Post-synth regs	161	
Placeable Area	14530	µm²
first-pass GRT wire length	25320	µm
Late-Pin Clk Latency	420	ps
worst setup margin	5374	ps
DP Worst Slack	5117	ps
Critical Path RT	10040	ps
Routed Antenna Nets	0	
antenna fix cells	0	
number of cells in Yosys stat	855	
post-synthesis async set-or-reset flop share	0	%
WL final	14900	µm
Worst-Margin Slew	1149	ps
Worst Setup Path Type	in2reg	
cell type with the largest total area	dfxtp_1	
Comb pwr share	12.5	%
number of warnings in the stage logs	32	
total global-route track usage	21.01	%
DRC viols	0	
Max-area cell share	38.74	%
share of layout cells above drive strength 1	6.705	%
register area	3318	µm²
RSZ-0062 raised after global routing	no	
crit end category	flop	
Seq pwr share	42.4	%
slowest CP cell	nor3_1	
standard-cell rows	44	
Post-Layout Cell Count	1049	
Post-Synth AOI/OAI Area	11.94	%
leakage power	3.064	nW
Clock H-tree levels	4	
path depth of the worst reg2reg path	5	
crit path cell chain	clkdlybuf4s50_1, nand2_1, nor3_1, nand2_1, o211ai_1	
area grow syn2layout	12.11	%
Final Slew Violations	0	
Unique cell types	54	
Final GP Congestion	0.9027	
clock skew	7.972	ps
multiplexer share of the synthesized area	1.160	%
Worst VDD drop	147.2	µV
Synth Area in Adders	2.522	%
Root Driver	clkbuf_16	
worst hold slack	423.5	ps
fmax	0.2311	GHz
fill cell total of the finished layout	1230	
# IOs	15	
Avg Cell Area, Syn	8.703	µm²
yosys warning tally	27	
pwr dens	195.2	nW/µm²
total CTS buffers	17	
utilization after layout	57.39	%
Slew headroom	22.83	%
cell usage after synthesis, drive strengths merged, types with 29 or more instances:
cell,instances
a21oi,49
xnor2,42
nor3,32
or4,32
nor2,102
nor4,42
nand3,37
clkbuf,32
nand2,46
or3,29
dfxtp,144
inv,30
per-layer routing:
| layer | vias up | routed length, µm | global-route usage [%] |
|---|---|---|---|
| met5 | - | 0 | 0 |
| met4 | 0 | 121 | 2.009 |
| met3 | 8 | 597 | 4.065 |
| met2 | 103 | 6448 | 31.87 |
| met1 | 2872 | 7736 | 33.49 |
| li1 | 3133 | - | - |
cell families (layout without fill, tap and decap cells):
kind of cell,Yosys count,in the layout
XOR/XNOR,65,65
multiplexers,6,6
other,1,4
buffers and inverters,69,76
AND/OR/NAND/NOR,398,398
AND-OR/OR-AND,140,140
adder cells (fa/ha/maj),15,15
flip-flops,156,156
latches,5,5
power groups by stage:
stage / combinational, mW / clock, mW / sequential (mW)
5_1_grt: 0.227 / 0.779 / 0.692
4_1_cts: 0.202 / 0.751 / 0.690
6_report: 0.203 / 0.735 / 0.690
stage by stage:
step	area, µm²	total power, mW
floorplan	7452	0.8476
global route	8342	1.699
global placement	7682	0.8991
CTS	8342	1.643
finish	8342	1.628
detailed placement	7682	0.9039
layout make-up:
cell class	count	area share [%]
multi-input cells	628	46.65
repair buffers	14	1.560
clock inverters	15	2.805
clock buffers	17	5.100
well taps	184	2.760
flip-flops and latches	161	39.78
inverters	30	1.350
worst register-to-register path: stages (launching register included):
cell and delay, ps:
dfxtp_1 350, or4_4 580, or4_1 550, or4_1 690, or4_1 450, a21oi_1 150
final timing paths:
path	startpoint	end	slack [ps]
max	rst_bar	debounce.count[16]	5370
min	scan_rate.count[0]	scan_rate.count[0]	420
max reg2reg	spi.transfer.count[6]	spi.transfer.count[26]	6850
min reg2reg	scan_rate.count[0]	scan_rate.count[0]	420
registers in the layout, indices dropped and copies added (netlist names), 2 cells and up:
| name | count |
|---|---|
| scan_rate.count | 32 |
| spi.transfer.count | 32 |
| key_encoder.key_code_temp | 4 |
| spi.buffer.d_temp | 8 |
| debounce.count | 32 |
| spi.buffer.status_ctr_temp | 2 |
| row_scanner.STATE | 32 |
Power is estimated from default activity; no workload was simulated.
